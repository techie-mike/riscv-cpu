===== design.v =====
module mux_3(input [1:0]  CONTROL_SIG,
             input  [31:0] SRC_0, SRC_1, SRC_2,
             output [31:0] RESULT);
    assign RESULT = CONTROL_SIG[1] ? SRC_2 : (CONTROL_SIG[0] ? SRC_1 : SRC_0);
endmodule

===== run.sh =====
#!/bin/bash
# OpenROAD 26Q1-2900-gdf79404cd8, Yosys 0.63+post, stock flow scripts
make -C /OpenROAD-flow-scripts/flow DESIGN_CONFIG=/design/flow/config.mk WORK_HOME=/design/flow/orfs finish

===== config.mk =====
export PLATFORM = sky130hd
export DESIGN_NAME = mux_3
export DESIGN_NICKNAME = mux_3
export VERILOG_FILES = /design/flow/design.v
export SDC_FILE = /design/flow/constraint.sdc
export NUM_CORES = 4
export LEC_CHECK = 1
export CORE_AREA = 10 10 78 78
export DIE_AREA = 0 0 88 88

===== constraint.sdc =====
current_design mux_3

set clk_period 1.0
set clk_io_pct 0.2

create_clock -name clk0 -period $clk_period

set non_clock_inputs [all_inputs -no_clocks]
set_input_delay [expr $clk_period * $clk_io_pct] -clock clk0 $non_clock_inputs
set_output_delay [expr $clk_period * $clk_io_pct] -clock clk0 [all_outputs]

==> Slide: Implementation Results <==
Flow Results at a Glance

Run status
  • Status: finished, violations left
  • Violated checks: setup timing

Placement
  • Placed cells: 285
  • Port bufs: 130
  • DP HPWL: 3791 um
  • GP Congestion: 0.7426
  • DP Area: 2067 um2

Setup path
  • WP data arrival: 860 ps
  • Startpoint types: input pin
  • Max FO, Critical Path: 6
  • CP delay by family, top: buffers and inverters
  • Crit path cell chain: buf_12 -> buf_12 -> mux2i_2 -> o21ai_2 -> buf_2
  • Worst EP required: 800 ps
  • Worst path max stage delay: 230 ps
  • Crit path top cell by count: buf_12
  • Worst Setup Path Type: in -> out
  • Setup crit end kind: output port
  • Slowest stage cell, crit path: mux2i_2
  • CP Buf/Inv Count: 3

Cells and area
  • Flop Count: 0
  • Fin cells: 288
  • Clock buffers: 0
  • Sequential cell area: 0 um2
  • Final Core Density: 43.28%
  • P&R area growth vs syn: 167.4%
  • Share of cells above drive strength 1: 20.76%
  • Design Area, Final: 1911 um2

GRT
  • First-pass GRT wire length: 6575 um
  • Global route overflow: 0
  • Largest net degree at the start of global routing: 27
  • Tot GR Track Use: 10.38%
  • Vias in the first global route: 1236
  • Initial antenna violation count: 0

Worst hold path
  • Min-delay src: SRC_2[7]
  • Hold path depth: 4
  • Endpoint, Worst Hold: RESULT[7]
  • HP Class: in -> out

Logic synthesis
  • Warnings, synthesis: 0
  • Top cells by area, synth: mux2i_1 45%, o21ai_1 20%, nand2_1 17%
  • Post-Syn Area per Cell: 6.677 um2
  • Yosys cell types: 8
  • Yosys top cell area share: 44.83%
  • Mapped Cells: 107
  • Ys cells: 107
  • Synth Seq Share: 0%
  • Most instantiated cells after synthesis: 32 x mux2i_1, 32 x nand2_1, 28 x o21ai_1
  • Post-synth area from yosys stat: 714.4 um2
  • Synthesized area: 714.4 um2
  • Area leader, netlist: mux2i_1

Timing
  • Max Freq: 0.9407 GHz
  • Fin crit period: 1063 ps
  • Measured slew at the worst slew-check pin: 173.0 ps
  • Hold Fails Final Rpt: 0
  • Final WS setup: -63.00 ps
  • Final setup viols: 28
  • Slew HR: 88.24%
  • Fin crit share: 106.3%
  • RSZ-0062 raised after global routing: true
  • Max Transition Viols Final: 0

Routing
  • Antenna cell count: 0
  • WL final: 4470 um
  • Initial DRC count: 9
  • Post-route ant nets: 0
  • Routed vias/inst: 4.163
  • Vias: 1199
  • DRC Markers: 0
  • Wire per inst: 15.52 um
  • Drt pass-1 iters: 4

Clocking
  • Hold Buf Count CTS: 0
  • # Post-CTS Setup Buffers: 0

Pwr
  • Cell Pwr Density: 355.4 nW/um2
  • Maximum vdd drop: 121.6 uV
  • Pleak: 1.060 nW
  • Overall power consumption: 0.6791 mW

Floorplanning
  • Die Ht: 88 um
  • Core area: 4414 um2
  • Row count: 24
  • Core Util at FP: 16.18%
  • Die width: 88 um
  • Die Size: 7744 um2
  • I/O pin count: 130

Run
  • Max-Cap Viols: 0
  • OpenROAD warning count: 34
[cells by family (layout without fill, tap and decap cells)]
| group | Yosys count | count (layout) | share of synthesized area, % |
|---|---|---|---|
| muxes | 32 | 32 | 44.83 |
| and+or+nand+nor | 32 | 32 | 16.81 |
| AOI/OAI and AO/OA | 32 | 32 | 23.47 |
| buffers and inverters | 11 | 140 | 14.89 |
[cell usage in the layout, fill, tap and decap left out]
| cell type | instances |
|---|---|
| nand2_1 | 32 |
| o21ai_2 | 2 |
| clkbuf_16 | 1 |
| dlymetal6s2s_1 | 2 |
| dlygate4sd2_1 | 94 |
| mux2i_2 | 3 |
| buf_4 | 2 |
| buf_2 | 32 |
| buf_12 | 5 |
| buf_16 | 2 |
| mux2i_1 | 29 |
| buf_6 | 2 |
| o21ai_1 | 30 |
[power by group]
part | total, mW | internal [mW] | switching [mW]
logic | 0.679 | 0.453 | 0.227
clock network | 0 | 0 | 0
registers | 0 | 0 | 0
[through the flow]
stage | TNS, ps | hold WS, ps | worst slack (ps)
after floorplan | 0 | 456.4 | 97.46
after global placement | -16810 | 1216 | -564.6
after detailed placement | -16930 | 1214 | -578.9
after CTS | -1307 | 779.0 | -77.78
after global routing | -2387 | 702.2 | -107.5
final | -655.4 | 672.1 | -63.00
[metal layers]
| layer | GRT usage, % | vias to the layer above | share of wire (%) |
|---|---|---|---|
| li1 | - | 636 | - |
| met1 | 12.29 | 491 | 38 |
| met2 | 17.46 | 70 | 47 |
| met3 | 4.958 | 2 | 14 |
| met4 | 0.5797 | 0 | 0.60 |
| met5 | 0 | - | 0 |
[how the worst max path moves through the flow]
stage | startpoint | cells after the start | endpoint
CTS | CONTROL_SIG[0] | 5 | RESULT[7]
finish | CONTROL_SIG[0] | 5 | RESULT[7]
global route | CONTROL_SIG[0] | 5 | RESULT[3]
[area by class of cell]
cell class	instances	area, um2
multi-input combinational	96	619.3
timing repair buffer	140	1226
fill	510	2504
tap	52	65.06
[what timing repair did]
action	in CTS	in global routing
setup endpoints to repair	32	32
cloned	2	1
pin swaps	46	22
resized	201	7
Power is estimated from default activity; no workload was simulated.
