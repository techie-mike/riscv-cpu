`flow/config.mk`:
```
export PLATFORM = sky130hd
export DESIGN_NAME = mux_2
export DESIGN_NICKNAME = mux_2
export VERILOG_FILES = /design/flow/design.v
export SDC_FILE = /design/flow/constraint.sdc
export NUM_CORES = 4
export LEC_CHECK = 1
export CORE_AREA = 10 10 71 71
export DIE_AREA = 0 0 81 81
```
`flow/design.v`:
```
module mux_2 (input  CONTROL_SIG,
              input  [31:0] SRC_0,
              input  [31:0] SRC_1,
              output [31:0] RESULT);
    assign RESULT = CONTROL_SIG ? SRC_1 : SRC_0;
endmodule
```
`flow/run.sh`:
```
#!/bin/bash
# OpenROAD 26Q1-2900-gdf79404cd8, Yosys 0.63+post, stock flow scripts
make -C /OpenROAD-flow-scripts/flow DESIGN_CONFIG=/design/flow/config.mk WORK_HOME=/design/flow/orfs finish
```
`flow/constraint.sdc`:
```
current_design mux_2

set clk_period 1.0
set clk_io_pct 0.2

create_clock -name clk0 -period $clk_period

set non_clock_inputs [all_inputs -no_clocks]
set_input_delay [expr $clk_period * $clk_io_pct] -clock clk0 $non_clock_inputs
set_output_delay [expr $clk_period * $clk_io_pct] -clock clk0 [all_outputs]
```
==> deck_impl_summary.md <==
Physical Implementation Snapshot

Outcome
  • Status: finished with violations
  • Violated checks: setup timing

Critical path
  • Delay of the slowest critical-path stage: 0.29 ns
  • CP startpoint kind: input pin
  • Slowest stage cell, crit path: mux2_4
  • Critical path startpoint: CONTROL_SIG
  • CP cell instances: buf_12 > bufbuf_16 > mux2_4 > buf_2
  • Crit-path max FO: 5
  • Crit path DRT: 0.80 ns
  • Crit. End Element: output port
  • CP Data Arrival Time: 0.98 ns
  • Setup CP Type: input pin to output port

GRT
  • Largest net degree at the start of global routing: 11
  • Total GRT Usage: 0.07903
  • Gr ovfl total: 0
  • First-pass GRT wire length: 4.119 mm
  • Number of global-route vias before repair: 792
  • Initial antenna violation count: 0

Placed design
  • Placed inst area: 1539 um^2
  • RePlAce Congestion: 0.7952
  • Buffers on Ports: 97
  • DP HPWL: 2.510 mm
  • Placed Cells: 179

Power and ir drop
  • Total chip power: 0.0006575 W
  • P_leak: 0.8562 nW
  • VDD IR-drop max: 0.1813 mV
  • Pwr dens: 406.4 nW/um^2

Final timing
  • Slew headroom: 0.9405
  • FMAX: 0.8448 GHz
  • Hold violation count in the final report: 0
  • Unrepaired setup endpoints after global routing: true
  • Post-route worst setup slack: -0.1836 ns
  • WHS: 0.6971 ns
  • Actual slew at the worst max-slew pin: 0.08920 ns
  • Period minus WS final: 1.184 ns
  • # setup viols final: 32
  • Max Slew Vio Count: 0
  • Cycle use final: 1.184

Route
  • Starting DRC count in detailed routing: 3
  • Remaining antenna violation count after routing: 0
  • # diodes: 0
  • DR DRC count: 0
  • Vias: 709
  • Routed WL: 2.935 mm
  • Via density: 3.853
  • DR WL/cell: 15.95 um
  • DR pass1 iterations: 2

Layout
  • Most used logic cell in the final layout: dlygate4sd2_1
  • CLK BUF: 0
  • Fraction of layout cells with a size suffix above 1: 0.5294
  • Num sequential: 0
  • Most frequent cells in the layout: 37 x dlygate4sd2_1, 31 x mux2_4, 23 x clkdlybuf4s50_1, 23 x buf_6, 10 x buf_2
  • Final instance area: 1618 um^2
  • Final std cells w/o fill: 184
  • Layout area overhead: 197.2%
  • Storage element area: 0 um^2
  • # fillers: 360

Run
  • Max-cap viol count: 0
  • Tool Warnings: 34

Worst hold path
  • Hold Path Origin: SRC_0[0]
  • Worst Hold Class: input pin to output port
  • Cell depth of the worst min-delay path: 3
  • Worst Hold Path EP: RESULT[0]

Die
  • Die X-Extent: 81 um
  • Rows: 22
  • I/O Pins: 97
  • Core area: 3633 um^2
  • Die height: 81 um
  • Chip area: 6561 um^2
  • Core Util at FP: 0.1498

Synthesis
  • Yosys Chip Area: 544.3 um^2
  • Yosys cell types: 4
  • Yosys warning total: 0
  • Post-synthesis sequential area ratio: 0
  • Mean post-synth cell area: 15.12 um^2
  • Post-Synthesis Cells: 36
  • Synthesized area: 544.3 um^2
  • Cells in synth_stat.txt: 36
## metrics by stage
stage | setup TNS, ns | worst slack, ns | util
after detailed placement | -15.48 | -0.5177 | 0.4236
after floorplan | 0 | 0.06690 | -
final | -3.936 | -0.1836 | 0.4452
after global routing | -4.573 | -0.2061 | 0.4452
after CTS | -4.077 | -0.1898 | 0.4201
after global placement | -15.37 | -0.5241 | 0.4236
## metal layers
metal / global-route usage / part of all wire / vias to the layer above
li1: - / - / 340
met1: 0.09091 / 0.37 / 319
met2: 0.1393 / 0.49 / 50
met3: 0.03675 / 0.14 / 0
met4: 0 / 0 / 0
met5: 0 / 0 / -
## layout make-up
| type | instances | area, um^2 | area share |
|---|---|---|---|
| tap | 48 | 60.06 | 0.03712 |
| timing repair buffer | 104 | 1081 | 0.6682 |
| multi-input combinational | 32 | 476.7 | 0.2947 |
## worst max-delay path: cells and delay by family
| kind | cells | cell delay (ns) |
|---|---|---|
| buffers and inverters | 3 | 0.50 |
| multiplexers | 1 | 0.29 |
## logic make-up after synthesis
family   share of synthesized area
buf+inv                     0.1310
mux                         0.8690
## synthesized netlist by cell type (all sizes together)
cell  count  area [um^2]
buf       4        71.32
mux2     32        473.0
## where the power goes
group          internal [W]  switching, W  total (W)
Sequential                0             0          0
Clock                     0             0          0
Combinational      0.000519      0.000139   0.000657
## worst max path at each step
stage | to | slack, ns | depth (start not counted)
after CTS | RESULT[27] | -0.19 | 4
after global routing | RESULT[22] | -0.21 | 4
final | RESULT[27] | -0.18 | 4
## timing repair
item / 4_1_cts / 5_1_grt
endpoints found under the setup margin: 32 / 32
buffers inserted: 2 / 0
hold buffers: 0 / 0
gates resized: 150 / 17
gates cloned: 3 / 0
hold endpoints to repair: 0 / 0
Power figures rest on the tool's default switching activity, not on a simulated workload.
