File: flow/constraint.sdc
current_design regfile

set clk_period 7.4
set clk_io_pct 0.2

create_clock -name clk0 -period $clk_period [get_ports {CLK}]

set non_clock_inputs [all_inputs -no_clocks]
set_input_delay [expr $clk_period * $clk_io_pct] -clock clk0 $non_clock_inputs
set_output_delay [expr $clk_period * $clk_io_pct] -clock clk0 [all_outputs]
File: flow/run.sh
#!/bin/bash
# OpenROAD 26Q1-2900-gdf79404cd8, Yosys 0.63+post, stock flow scripts
make -C /OpenROAD-flow-scripts/flow DESIGN_CONFIG=/design/flow/config.mk WORK_HOME=/design/flow/orfs finish
File: flow/design.v
module regfile(input CLK,
               input WE3,
               input [4:0] A1, A2, A3,
               output [31:0] RD1, RD2,
               input [31:0] WD3);
    reg [31:0] regs [31:0]  ;
    always @(posedge CLK)
    begin
        if(WE3)
            regs[A3] <= WD3;
    end
    assign RD1 = (A1 != 0) ? regs[A1] : 0;
    assign RD2 = (A2 != 0) ? regs[A2] : 0;
endmodule
File: flow/config.mk
export PLATFORM = sky130hd
export DESIGN_NAME = regfile
export DESIGN_NICKNAME = regfile
export VERILOG_FILES = /design/flow/design.v
export SDC_FILE = /design/flow/constraint.sdc
export NUM_CORES = 4
export LEC_CHECK = 1
export CORE_UTILIZATION = 40
==> run summary <==
impl run done, here's what came out: outcome=finished, final reports clean, Mux cell area share=24.9%, critical-path cell list=clkdlybuf4s50_1, or3b_2, buf_4, o22ai_1, a2111oi_0, nor3_1, buf_4, clkdlybuf4s50_1, HPWL after detailed placement=92600 um, largest net degree at the start of global routing=73, top cell type by total area after synthesis=edfxtp_1, Clock Root Buffer=clkbuf_16, Final Non-Filler Cells=4171, count of vias placed by the detailed router=26700, area added between synthesis and finish=14.5%, die span in y=approximately 340 um, Total Die Area=0.119 mm^2, Floorplan Utilization=between 40% and 50%, ys flops=1024, global-route wire length before repair=213000 um, adder-cell area share of the yosys netlist=0%, number of buffers added for setup after CTS=0, width of the die=345 um, fraction of synthesized cell area taken by the top area cell type=65.5%, count of input and output buffers=about 110, path type of the worst setup path=in2out, post-detailed-route via-to-cell ratio=6.39, Final Wtd Congestion=0.917, slack of the critical path=546 ps, clock tree from TritonCTS=done, crit path capture type=primary output, max frequency=0.146 GHz, clock transition at the registers of the reported paths=60 ps, fraction of synthesis flops using an asynchronous set or reset pin=0%, number of global-route vias before repair=30100, layout cells sized above 1=29.2%, cts-stage hold buffer count=0, crit path max-delay cell type=or3b_2, CTS H-tree depth=3, most repeated cell in the gate-level netlist after synthesis=edfxtp_1, area fraction in and, or, nand and nor cells=1.94%, Startpoint Class=input port, detailed-router iteration count before antenna repair=5, GRT overflow=0, Core Region=0.116 mm^2, number of enable flip-flop cells=1024, worst-margin pin slew=1240 ps, synthesized area divided by synthesized cell count=19.6 um^2, maximum fanout encountered on the critical timing path=23, total routing usage reported by global routing=approximately 28%, final antenna-violating net count=0, final worst-path cycle share=92.6%, per-cell routed wire length=36.3 um, worst-case setup slack after placement=822 ps, Data arrival, critical path=5370 ps, yosys warning tally=1, tally of unique sky130hd cells used after synthesis=roughly 40, Hold/Removal Path Class=in2reg, top post-synthesis cells by count=edfxtp_1, mux4_2, mux2i_1, number of violations of the max-capacitance limit=0, remaining design rule violation count=0, Period minus WS final=6850 ps, max-slew headroom at the worst pin=16.6%, number of hold violations in the final report=0, Detailed Route WL=151000 um, largest voltage drop on the vdd net=0.000213 V, hold_sp=WD3[27], largest reg by FF count=regs, worst hold path stage count=2, required time reported for the critical path endpoint=5920 ps, Clock Sink Count=1024, number of warnings in the stage logs=26, xor and xnor area share after synthesis=0%, Slowest Stage Delay on Critical Path=~950 ps, family with the most delay on the worst path=simple AND/OR/NAND/NOR gates, cell leakage power=17.1 nW, count of fill cells added during filler insertion=9428, maximum root-to-sink buffer count=3, top comb family, area=multiplexers, largest registers=regs: 1024 flops, AND-OR/OR-AND Cells, Area Fraction=5.41%, max FFs per register=around 1000, final setup violating endpoints=0, number of clock buffers inserted by TritonCTS=104, standard-cell rows=125, total cells reported by yosys after synthesis=2400, violation count after the first detailed-routing iteration=~1700, yosys-reported design area after synthesis=0.0470 mm^2, pins over their slew limit=0, Synth Seq Share=65.5%, top-level port count=113, ratio of total power to cell area=237 mW/mm^2, setup repair after global routing missed its margin=no, Most common reg cell=edfxtp_1, instance count after placement with tap cells included=just under 4000, count of instances resized after the clock tree is built=0, hold worst-path end=regs[25][27], Buffers & Inverters on Critical Path=4, synth top area cells=edfxtp_1, mux4_2, mux2i_1, number of antenna violations at the first check in global routing=9, number of standard cells after synthesis=2400, netlist area before placement=0.0470 mm^2
cells by family (layout without fill, tap and decap cells):
| family | Yosys count | after routing |
|---|---|---|
| buffers and inverters | 226 | 471 |
| and+or+nand+nor | 187 | 187 |
| DFF | 1024 | 1024 |
| other | 0 | 2 |
| muxes | 632 | 632 |
| AOI/OAI and AO/OA | 331 | 331 |
metrics by stage:
| step | power [mW] | hold WS, ps | util (%) | instance area, um^2 | TNS (ps) |
|---|---|---|---|---|---|
| after global routing | 13.1 | 1630 | 46.2 | 53800 | 0 |
| after global placement | 7.77 | 2310 | 43.4 | 50500 | -93.2 |
| final | 12.7 | 1620 | 46.2 | 53800 | 0 |
| after CTS | 12.8 | 1600 | 46.2 | 53800 | 0 |
| after detailed placement | 7.78 | 2320 | 43.4 | 50500 | 0 |
| after floorplan | 7.22 | 1580 | - | 47000 | 0 |
placed cells by master (no fill, tap or decap), types with 26 or more instances in the layout:
master,instances
mux2i_1,183
clkinv_1,26
clkbuf_16,104
nor2_4,33
a22o_1,62
nor3_1,32
o22ai_1,55
nand2_1,64
clkdlybuf4s50_1,105
a211oi_1,47
mux4_2,425
edfxtp_1,1024
o221ai_1,31
a2111oi_0,28
buf_4,128
a21oi_1,46
area by class of cell:
class | count | area [um^2] | area share (%)
multi-input cells | 1150 | 15400 | 28.7
well taps | 1524 | 1910 | 3.55
diodes | 2 | 5.00 | 0.00931
repair buffers | 254 | 2350 | 4.38
clock inverters | 67 | 566 | 1.05
clock buffers | 125 | 2680 | 4.99
inverters | 25 | 96.3 | 0.179
flip-flops and latches | 1024 | 30700 | 57.2
worst max-delay path by stage:
| stage | endpoint | cells after the start | start | slack, ps |
|---|---|---|---|---|
| after global routing | RD2[15] | 8 | A2[3] | 500 |
| after CTS | RD2[15] | 8 | A2[3] | 810 |
| final | RD2[15] | 8 | A2[3] | 550 |
power by group:
| part | internal [mW] | switching [mW] | leakage, nW |
|---|---|---|---|
| registers | 6.46 | 0.0281 | 9.22 |
| clock network | 2.86 | 2.20 | 1.59 |
| logic | 0.502 | 0.695 | 6.32 |
| total | 9.81 | 2.92 | 17.1 |
routing by layer:
layer  vias up  share of wire (%)  GRT usage, %
li1      10700                  -             -
met1     13400                 29          29.8
met2      2186                 45          39.5
met3       332                 22          26.8
met4        19                4.0          8.69
met5         -               0.31          3.45
No activity file was given, so power comes from the tool's default toggle rates.
